`run.sh`:
```
#!/bin/bash
# OpenROAD 26Q1-2900-gdf79404cd8, Yosys 0.63+post, stock flow scripts
make -C /OpenROAD-flow-scripts/flow DESIGN_CONFIG=/design/flow/config.mk WORK_HOME=/design/flow/orfs finish
```
`config.mk`:
```
export PLATFORM = sky130hd
export DESIGN_NAME = Prob_5_35
export DESIGN_NICKNAME = Prob_5_35
export VERILOG_FILES = /design/flow/design.v
export SDC_FILE = /design/flow/constraint.sdc
export NUM_CORES = 4
export LEC_CHECK = 1
export CORE_AREA = 10 10 70 70
export DIE_AREA = 0 0 80 80
```
`constraint.sdc`:
```
current_design Prob_5_35

set clk_period 1.0
set clk_io_pct 0.2

create_clock -name clk0 -period $clk_period [get_ports {clk}]

set non_clock_inputs [all_inputs -no_clocks]
set_input_delay [expr $clk_period * $clk_io_pct] -clock clk0 $non_clock_inputs
set_output_delay [expr $clk_period * $clk_io_pct] -clock clk0 [all_outputs]
```
`design.v`:
```
module Prob_5_35 (output out_z, input in_x, in_y, clk, reset_b);
  reg [1:0] state, next_state;
  assign out_z = ((state == 2'b10) || (state == 2'b11));
  always @ (posedge clk) if (reset_b == 1'b0) state <= 2'b00; else state <= next_state;
  always @ (state, in_x, in_y) begin
	 next_state = 2'b00;
    case (state)
      2'b00:	if (({in_x, in_y} == 2'b00) || ({in_x, in_y} == 2'b01)) 					next_state = 2'b00;
			else if ({in_x, in_y} == 2'b10) next_state = 2'b11;
			else if ({in_x, in_y} == 2'b11) next_state = 2'b01;
      2'b01:	if (({in_x, in_y} == 2'b00) || ({in_x, in_y} == 2'b01)) next_state = 2'b00;
			else if (({in_x, in_y} == 2'b10) || ({in_x, in_y} == 2'b11)) next_state = 2'b10;
      2'b10:	if (({in_x, in_y} == 2'b00) || ({in_x, in_y} == 2'b01)) next_state = 2'b00;
			else if (({in_x, in_y} == 2'b10) || ({in_x, in_y} == 2'b11)) next_state = 2'b11;
      2'b11:	if (({in_x, in_y} == 2'b00) || ({in_x, in_y} == 2'b01)) next_state = 2'b00;
			else if (({in_x, in_y} == 2'b10) || ({in_x, in_y} == 2'b11)) next_state = 2'b11;
	  default:	next_state = 2'b00;
    endcase
	end
endmodule
```
==> impl_results.html <==
<h3>Run summary</h3>
<table>
<tr><th>Metric</th><th>Value</th></tr>
<tr><th colspan="2">Routing</th></tr>
<tr><td>DRT Wirelength</td><td>approximately 320 um</td></tr>
<tr><td>Remaining number of nets flagged by the antenna check after routing</td><td>0</td></tr>
<tr><td>Router iterations before antenna repair</td><td>3</td></tr>
<tr><td>DR WL/cell</td><td>between 4 and 5 um</td></tr>
<tr><td>Via count</td><td>117</td></tr>
<tr><td>Inserted Diodes</td><td>0</td></tr>
<tr><td>Vias per std cell</td><td>roughly 1.7</td></tr>
<tr><td>DRC</td><td>0</td></tr>
<tr><td>Number of violations reported at the end of detailed-routing iteration 0</td><td>3</td></tr>
<tr><th colspan="2">Placement</th></tr>
<tr><td>Port Buffer Count</td><td>4</td></tr>
<tr><td>Cell Area, Placed</td><td>233 um^2</td></tr>
<tr><td>GPL Wtd Cong</td><td>approximately 0.59</td></tr>
<tr><td>Worst slack at placement</td><td>-0.0659 ns</td></tr>
<tr><td>Final HPWL from detailed placement</td><td>between 200 and 250 um</td></tr>
<tr><th colspan="2">Floorplan</th></tr>
<tr><td>Die area</td><td>about 6400 um^2</td></tr>
<tr><td>Die Height</td><td>approximately 80 um</td></tr>
<tr><td>Boundary Pins</td><td>5</td></tr>
<tr><td>Fraction of the core area occupied by cells at floorplan</td><td>about 3.7%</td></tr>
<tr><td>Die boundary width</td><td>about 80 um</td></tr>
<tr><td>Number of standard-cell rows in the floorplan</td><td>21</td></tr>
<tr><td>Core Box Area</td><td>roughly 3400 um^2</td></tr>
<tr><th colspan="2">Worst setup path</th></tr>
<tr><td>Delay of the slowest critical-path stage</td><td>0.31 ns</td></tr>
<tr><td>Cell seen most often among critical-path stages</td><td>sky130_fd_sc_hd__buf_4</td></tr>
<tr><td>Top cell family by delay on the critical path</td><td>buffers and inverters</td></tr>
<tr><td>Slowest cell on crit path</td><td>sky130_fd_sc_hd__dfxtp_1</td></tr>
<tr><td>List of cells traversed by the critical path</td><td>nor2_2, buf_4, buf_4, buf_4, buf_4, a21oi_2</td></tr>
<tr><td>Worst reg2reg setup slack</td><td>0.02 ns</td></tr>
<tr><td>Required time of the critical path</td><td>between 1 and 1.5 ns</td></tr>
<tr><td>Critical Path AT</td><td>between 1 and 1.5 ns</td></tr>
<tr><td>CP Class</td><td>flop to flop</td></tr>
<tr><td>Critical path endpoint category</td><td>flop</td></tr>
<tr><td>Category of the worst setup path launch point</td><td>flop</td></tr>
<tr><td>Maximum net fanout on the critical path</td><td>2</td></tr>
<tr><td>Buffers and inverters on the worst path</td><td>4</td></tr>
<tr><th colspan="2">Timing</th></tr>
<tr><td>Total of endpoints with negative setup slack in the final report</td><td>0</td></tr>
<tr><td>Final hold violation count</td><td>0</td></tr>
<tr><td>Post-route setup TNS</td><td>0 ns</td></tr>
<tr><td>Worst path setup slack after routing</td><td>between 0.02 and 0.025 ns</td></tr>
<tr><td>Worst Clk Skew</td><td>roughly 0.0011 ns</td></tr>
<tr><td>Setup repair after global routing missed its margin</td><td>yes</td></tr>
<tr><td>Final cycle utilization of the critical path</td><td>between 90% and 100%</td></tr>
<tr><td>Highest clock frequency the design can meet</td><td>between 1 and 1.5 GHz</td></tr>
<tr><td>Worst slew pin tran</td><td>approximately 0.13 ns</td></tr>
<tr><td>Number of slew-limit violations in the final report</td><td>0</td></tr>
<tr><td>Shortest period the worst path allows</td><td>approximately 0.98 ns</td></tr>
<tr><td>Max-slew headroom</td><td>approximately nine tenths</td></tr>
<tr><th colspan="2">Yosys</th></tr>
<tr><td>Instance count of the mapped netlist</td><td>12</td></tr>
<tr><td>Proportion of synthesized chip area in sequential cells</td><td>roughly 63%</td></tr>
<tr><td>Max-area cell share</td><td>62.7%</td></tr>
<tr><td>Number of standard cells reported by yosys</td><td>12</td></tr>
<tr><td>Post-synth tally of flip-flops with integrated enable</td><td>0</td></tr>
<tr><td>Number of distinct library cell variants in the gate-level netlist after synthesis</td><td>7</td></tr>
<tr><td>Most used flip-flop cell</td><td>sky130_fd_sc_hd__dfxtp_1</td></tr>
<tr><td>Main area contributors</td><td>sky130_fd_sc_hd__dfxtp_1, sky130_fd_sc_hd__nand2b_4, sky130_fd_sc_hd__a21oi_2, sky130_fd_sc_hd__nand2_1, sky130_fd_sc_hd__nor2_1</td></tr>
<tr><td>Number of synthesized register bits</td><td>4</td></tr>
<tr><td>Cell Area, Synth</td><td>about 130 um^2</td></tr>
<tr><td>Synthesis warning total</td><td>1</td></tr>
<tr><td>Chip area estimate from yosys synthesis</td><td>approximately 130 um^2</td></tr>
<tr><td>Library cell with the highest instance count after synthesis</td><td>sky130_fd_sc_hd__dfxtp_1</td></tr>
<tr><td>Proportion of register bits with asynchronous set or reset after synthesis</td><td>0%</td></tr>
<tr><td>Largest area contributor in the synthesized netlist</td><td>sky130_fd_sc_hd__dfxtp_1</td></tr>
<tr><td>Synthesized area per cell</td><td>about 11 um^2</td></tr>
<tr><td>Commonest cells post-synth</td><td>sky130_fd_sc_hd__dfxtp_1, sky130_fd_sc_hd__nand2_1, sky130_fd_sc_hd__nor2_1</td></tr>
<tr><th colspan="2">Run status</th></tr>
<tr><td>Status</td><td>completed</td></tr>
<tr><th colspan="2">Layout</th></tr>
<tr><td>Final cell utilization of the core</td><td>under 10%</td></tr>
<tr><td>Final Instance Area</td><td>277 um^2</td></tr>
<tr><td>Flip-flop count of the largest register, all copies and words added</td><td>4</td></tr>
<tr><td>Fraction of final layout cells with drive strength greater than 1</td><td>between 50% and 60%</td></tr>
<tr><td>Leading registers by flop count</td><td>state x4</td></tr>
<tr><td>Largest register by flop count</td><td>state</td></tr>
<tr><td>Synthesis-to-finish area growth</td><td>117%</td></tr>
<tr><th colspan="2">Clock network</th></tr>
<tr><td>Clock insertion delay at the later pin of the skew report</td><td>about 0.23 ns</td></tr>
<tr><td>Cts bufs inserted</td><td>3</td></tr>
<tr><td>Clk Tree Root Cell</td><td>sky130_fd_sc_hd__clkbuf_4</td></tr>
<tr><td>Clock sink total</td><td>4</td></tr>
<tr><td># H-tree levels</td><td>1</td></tr>
<tr><td>Clock tree from TritonCTS</td><td>built</td></tr>
<tr><td>Clock transition at the registers of the reported paths</td><td>approximately 0.04 ns</td></tr>
<tr><td>Maximum count of clock buffers along a single path</td><td>2</td></tr>
<tr><td>Total of hold buffers inserted after clock tree synthesis</td><td>0</td></tr>
<tr><th colspan="2">Pwr</th></tr>
<tr><td>Leak Pwr</td><td>0.115 nW</td></tr>
<tr><td>Peak supply drop</td><td>0.363 mV</td></tr>
<tr><td>Pwr per Cell Area</td><td>around 1500 nW/um^2</td></tr>
<tr><th colspan="2">Global route</th></tr>
<tr><td>Number of global-route vias before repair</td><td>122</td></tr>
<tr><td>Total GRT Usage</td><td>about 1.1%</td></tr>
<tr><td>Global-route wire length before repair</td><td>about 550 um</td></tr>
<tr><td>Number of antenna violations at the first check in global routing</td><td>0</td></tr>
<tr><td>Global route total overflow</td><td>0</td></tr>
<tr><td>Largest net degree at the start of global routing</td><td>4</td></tr>
<tr><th colspan="2">Flow run</th></tr>
<tr><td># Max-Cap Violations</td><td>0</td></tr>
<tr><td>Log Warnings</td><td>27</td></tr>
<tr><th colspan="2">Min path</th></tr>
<tr><td>Hold/Removal Path Class</td><td>flop to flop</td></tr>
</table>
==> timing repair <==
item,CTS,global route
resized,3,2
setup buffers,3,0
cloned,0,0
pin swaps,1,1
endpoints found under the setup margin,1,2
endpoints found under the hold margin,0,0
==> routing by layer <==
metal  track usage (%)  vias up  part of all wire, %
li1                  -       60                    -
met1             0.867       53                   34
met2              1.61        2                   47
met3              1.14        2                   14
met4             0.880        0                  4.1
met5                 0        -                    0
==> final timing paths <==
check | startpoint | end | cells after the start
max | state[3]$_DFF_P_ | state[3]$_DFF_P_ | 6
min | state[2]$_DFF_P_ | state[1]$_DFF_P_ | 1
max reg2reg | state[3]$_DFF_P_ | state[3]$_DFF_P_ | 6
min reg2reg | state[2]$_DFF_P_ | state[1]$_DFF_P_ | 1
==> cell families (layout without fill, tap and decap cells) <==
logic type | count (synthesis) | after routing | synth area share (%)
compound gates | 1 | 1 | 6.86
flops | 4 | 4 | 62.7
simple gates | 6 | 6 | 27.5
buf+inv | 1 | 12 | 2.94
==> per-stage QoR <==
step | power, mW | cells | hold WS, ns
2_1_floorplan | 0.183 | 12 | 0.314
3_3_place_gp | 0.206 | 63 | 0.451
3_5_place_dp | 0.206 | 63 | 0.458
4_1_cts | 0.424 | 69 | 0.466
5_1_grt | 0.441 | 69 | 0.495
6_report | 0.408 | 69 | 0.462
==> power breakdown <==
part | internal (mW) | leakage [nW] | switching, mW
combinational | 0.0298 | 0.0682 | 0.0120
sequential | 0.167 | 0.0333 | 0.00341
clock | 0.134 | 0.0138 | 0.0625
==> cells in the final DEF (no fill, tap or decap), drive strengths merged <==
master,instances
nor2,2
a21oi,1
and3,1
buf,5
nand2b,1
inv,1
nand2,2
dfxtp,4
clkdlybuf4s50,3
clkbuf,3
==> final cells by class <==
class / count / area, um^2
Fill cell: 410 / 3140
Sequential cell: 4 / 81.3
Timing Repair Buffer: 8 / 65.1
Tap cell: 46 / 57.6
Multi-Input combinational cell: 7 / 46.3
Clock buffer: 3 / 22.5
Inverter: 1 / 3.75
==> worst reg2reg max path: stages (launching register included) <==
cell and delay, ns:
sky130_fd_sc_hd__dfxtp_1 0.31, sky130_fd_sc_hd__nor2_2 0.04, sky130_fd_sc_hd__buf_4 0.12, sky130_fd_sc_hd__buf_4 0.11
sky130_fd_sc_hd__buf_4 0.11, sky130_fd_sc_hd__buf_4 0.12, sky130_fd_sc_hd__a21oi_2 0.09
No activity file was given, so power comes from the tool's default toggle rates.
