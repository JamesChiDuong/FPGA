`flow/config.mk`:
```
export PLATFORM = sky130hd
export DESIGN_NAME = Top_Module
export DESIGN_NICKNAME = Top_Module
export VERILOG_FILES = /design/flow/design.v
export SDC_FILE = /design/flow/constraint.sdc
export NUM_CORES = 4
export LEC_CHECK = 1
export CORE_UTILIZATION = 30
```
`flow/constraint.sdc`:
```
current_design Top_Module

set clk_period 12.7
set clk_io_pct 0.2

create_clock -name clk0 -period $clk_period [get_ports {clk}]

set non_clock_inputs [all_inputs -no_clocks]
set_input_delay [expr $clk_period * $clk_io_pct] -clock clk0 $non_clock_inputs
set_output_delay [expr $clk_period * $clk_io_pct] -clock clk0 [all_outputs]
```
`flow/design.v`:
```
module BTN_Control (
    input clk,
    input reset,
    input btn,
    output reg [2:0] sel
);
reg [2:0] count;
parameter [2:0] START   = 3'b000,
                ADD     = 3'b001,
                SUB     = 3'b010,
                LEFT     = 3'b011,
                RIGHT    = 3'b100,
                MUL     = 3'b101,
                DIV     = 3'b110,
                STOP    = 3'b111;
 reg [2:0] current_state, next_state;
initial count = 3'd0;
always@(posedge btn)
begin
    if(reset == 1'b1)
		count = 3'd0;
    else
      count = count + 3'd1;
end
always @(posedge clk) begin
 case (current_state)
        START: begin
            if(count == 3'd1)
                next_state <= ADD;
        end
        ADD:begin
            if(count == 3'd2)
                next_state <= SUB;
        end
        SUB: begin
            if(count == 3'd3)
                next_state <= LEFT;
        end
        LEFT: begin
            if(count == 3'd4)
                next_state <= RIGHT;
        end
        RIGHT: begin
            if(count == 3'd5)
                next_state <= MUL;
        end
        MUL: begin
            if(count == 3'd6)
                next_state <= DIV;
        end
        DIV: begin
            if(count == 3'd7)
                next_state <= STOP;
        end
        STOP: begin
            next_state <= START;
        end
        default: next_state <= START;
 endcase
end
always @(posedge clk) begin
    if(reset)
        current_state <= 3'd0;
    else
        current_state <= next_state;
end
always @(*) begin
    begin
        case (current_state)
           ADD : begin
                sel = ADD;
           end
           SUB : begin
                sel = SUB;
           end
           LEFT : begin
                sel = LEFT;
           end
           RIGHT : begin
                sel = RIGHT;
           end
           MUL : begin
                sel = MUL;
           end
           DIV : begin
                sel = DIV;
           end
            default: sel = 3'd0;
        endcase
    end
end
endmodule
module Top_Module (
    input clk,
    input reset,
    input [3:0] sw_data_1,
    input [3:0] sw_data_2,
    input  btn_sel,  
    output [6:0] LED_OUT0,
    output [6:0] LED_OUT1,
    output [6:0] LED_OUT2,
	 output [6:0] LED_OUT4,
    output [6:0] LED_OUT5,
    output [6:0] LED_OUT6,
    output [6:0] LED_OUT7
);
wire [7:0] alu_out;
wire btn_tick;
wire [2:0] sel_out;
debounce_explicit DB1
   (
       .clk(clk),
       .reset(reset),
       .btn(btn_sel),
       .db_tick(btn_tick)
   );
BTN_Control BTC1
    (
        .clk(clk),
        .reset(reset),
        .btn(btn_tick),
        .sel(sel_out)
    );
alu ALU1
    (
        .clk(clk),
        .data_1(sw_data_1),
        .data_2(sw_data_2),
        .sel(sel_out),
        .alu_out(alu_out)
    );
segment_7 SG7
    (
        .clk(clk),
        .reset(reset),
        .data1(sw_data_1),
        .data2(sw_data_2),
        .data3(alu_out),
        .LED_OUT0(LED_OUT0),
        .LED_OUT1(LED_OUT1),
        .LED_OUT2(LED_OUT2),
		  .LED_OUT4(LED_OUT4),
        .LED_OUT5(LED_OUT5),
        .LED_OUT6(LED_OUT6),
		  .LED_OUT7(LED_OUT7)
    );
endmodule
module alu (
	input clk,
	input  [3:0] data_1,
	input  [3:0] data_2,
	input  [2:0] sel,
	output reg [7:0] alu_out
);
always@(posedge clk)
	case (sel)
		3'b001 :  	alu_out <= (data_1 + data_2);
		3'b010 :  	alu_out <= (data_1 - data_2);
		3'b011 :  	alu_out <= (data_1 >> 1);
		3'b100 :  	alu_out <= (data_1 << 1);
		3'b101 :	alu_out <= data_1 * data_2;
		3'b110 :  	alu_out <= data_1 / data_2;
		default:	alu_out <= 0;
	endcase
endmodule
module debounce_explicit (
    input clk,
    input reset,
    input btn,
    output reg db_tick
);
parameter N = 11;
reg [N-1:0] q_reg;
reg [N-1:0] q_next;
reg DFF1, DFF2;
wire q_add;
wire q_reset;
initial begin
    db_tick = 1'b0;
end
assign q_reset = (DFF1 ^ DFF2);
assign q_add =~(q_reg[N-1]);
always @(q_reset,q_add,q_reg) begin
        case ({q_reset,q_add})
           2'b00 :
                q_next = q_reg;
            2'b01 :
                q_next = q_reg + 1; 
            default: q_next = {N{1'b0}};
        endcase
end
always @(posedge clk) begin
    begin
        if(reset)
        begin
            DFF1 <= 1'b0;
            DFF2 <= 1'b0;
            q_reg <= {N{1'b0}};
        end
        else
        begin
            DFF1 <= btn;
            DFF2 <= DFF1;
            q_reg <= q_next;
        end
    end    
end
always @(posedge clk) begin
    if(q_reg[N-1] == 1'b1)
        db_tick <= DFF2;
    else
        db_tick <= db_tick;
end
endmodule
module segment_7
(
	input clk,
	input reset,
	input [3:0] data1,
	input [3:0] data2,
	input [7:0] data3,
	output reg [6:0] LED_OUT0,
	output reg [6:0] LED_OUT1,
	output reg [6:0] LED_OUT2,
	output reg [6:0] LED_OUT4,
	output reg [6:0] LED_OUT5,
	output reg [6:0] LED_OUT6,
	output reg [6:0] LED_OUT7
);
	wire [7:0] digit0;
	wire [7:0] digit1;
	wire [7:0] digit2;
	wire [3:0] digit4;
	wire [3:0] digit5;
	wire [3:0] digit6;
	wire [3:0] digit7;
	localparam constanstNumber = 250;
	reg [21:0] count;
	reg refresh_clk_1Hz;
	assign digit7 = data1/10;
	assign digit6 = data1%10;
	assign digit5 = data2/10;
	assign digit4 = data2%10;
	assign digit2 = data3/100;
	assign digit1 = (data3%100)/10;
	assign digit0 = ((data3%100)%10)/1;
	always@(*)
	begin
		case(digit7)
		4'd0:		LED_OUT7 = 7'b0000001;  
		4'd1:   	LED_OUT7 = 7'b1001111;  
		4'd2:   	LED_OUT7 = 7'b0010010;  
		4'd3:   	LED_OUT7 = 7'b0000110;  
		4'd4:		LED_OUT7 = 7'b1001100;  
		4'd5:   	LED_OUT7 = 7'b0100100;  
		4'd6:   	LED_OUT7 = 7'b0100000;  
		4'd7:   	LED_OUT7 = 7'b0001111;  
		4'd8:   	LED_OUT7 = 7'b0000000;  
		4'd9:   	LED_OUT7 = 7'b0000100;  
		default: 
                LED_OUT7 = 7'b0000001;
		endcase
		case(digit6)
		4'd0:	  LED_OUT6 = 7'b0000001;  
		4'd1:   LED_OUT6 = 7'b1001111;  
		4'd2:   LED_OUT6 = 7'b0010010;  
		4'd3:   LED_OUT6 = 7'b0000110;  
		4'd4:	  LED_OUT6 = 7'b1001100;  
		4'd5:   LED_OUT6 = 7'b0100100;  
		4'd6:   LED_OUT6 = 7'b0100000;  
		4'd7:   LED_OUT6 = 7'b0001111;  
		4'd8:   LED_OUT6 = 7'b0000000;  
		4'd9:   LED_OUT6 = 7'b0000100;  
		default: 
                LED_OUT6 = 7'b0000001;
		endcase
		case(digit5)
		4'd0:		LED_OUT5 = 7'b0000001;  
		4'd1:   LED_OUT5 = 7'b1001111;  
		4'd2:   LED_OUT5 = 7'b0010010;  
		4'd3:   LED_OUT5 = 7'b0000110;  
		4'd4:	  LED_OUT5 = 7'b1001100;  
		4'd5:   LED_OUT5 = 7'b0100100;  
		4'd6:   LED_OUT5 = 7'b0100000;  
		4'd7:   LED_OUT5 = 7'b0001111;  
		4'd8:   LED_OUT5 = 7'b0000000;  
		4'd9:   LED_OUT5 = 7'b0000100;  
		default: 
                LED_OUT5 = 7'b0000001;
		endcase
		case(digit4)
		4'd0:		LED_OUT4 = 7'b0000001;  
		4'd1:   LED_OUT4 = 7'b1001111;  
		4'd2:   LED_OUT4 = 7'b0010010;  
		4'd3:   LED_OUT4 = 7'b0000110;  
		4'd4:	  LED_OUT4 = 7'b1001100;  
		4'd5:   LED_OUT4 = 7'b0100100;  
		4'd6:   LED_OUT4 = 7'b0100000;  
		4'd7:   LED_OUT4 = 7'b0001111;  
		4'd8:   LED_OUT4 = 7'b0000000;  
		4'd9:   LED_OUT4 = 7'b0000100;  
		default: 
                LED_OUT4 = 7'b0000001;
		endcase
		case(digit2)
		8'd0:	  LED_OUT2 = 7'b0000001;  
		8'd1:   LED_OUT2 = 7'b1001111;  
		8'd2:   LED_OUT2 = 7'b0010010;  
		8'd3:   LED_OUT2 = 7'b0000110;  
		8'd4:	  LED_OUT2 = 7'b1001100;  
		8'd5:   LED_OUT2 = 7'b0100100;  
		8'd6:   LED_OUT2 = 7'b0100000;  
		8'd7:   LED_OUT2 = 7'b0001111;  
		8'd8:   LED_OUT2 = 7'b0000000;  
		8'd9:   LED_OUT2 = 7'b0000100;  
		default: 
                LED_OUT2 = 7'b0000001;
		endcase
		case(digit1)
		8'd0:	LED_OUT1 = 7'b0000001;  
		8'd1:   LED_OUT1 = 7'b1001111;  
		8'd2:   LED_OUT1 = 7'b0010010;  
		8'd3:   LED_OUT1 = 7'b0000110;  
		8'd4:	LED_OUT1 = 7'b1001100;  
		8'd5:   LED_OUT1 = 7'b0100100;  
		8'd6:   LED_OUT1 = 7'b0100000;  
		8'd7:   LED_OUT1 = 7'b0001111;  
		8'd8:   LED_OUT1 = 7'b0000000;  
		8'd9:   LED_OUT1 = 7'b0000100;  
		default: 
                LED_OUT6 = 7'b0000001;
		endcase
		case(digit0)
		8'd0:	LED_OUT0 = 7'b0000001;  
		8'd1:   LED_OUT0 = 7'b1001111;  
		8'd2:   LED_OUT0 = 7'b0010010;  
		8'd3:   LED_OUT0 = 7'b0000110;  
		8'd4:	LED_OUT0 = 7'b1001100;  
		8'd5:   LED_OUT0 = 7'b0100100;  
		8'd6:   LED_OUT0 = 7'b0100000;  
		8'd7:   LED_OUT0 = 7'b0001111;  
		8'd8:   LED_OUT0 = 7'b0000000;  
		8'd9:   LED_OUT0 = 7'b0000100;  
		default: 
                LED_OUT0 = 7'b0000001;
		endcase
	end
endmodule
```
`flow/run.sh`:
```
#!/bin/bash
# OpenROAD 26Q1-2900-gdf79404cd8, Yosys 0.63+post, stock flow scripts
make -C /OpenROAD-flow-scripts/flow DESIGN_CONFIG=/design/flow/config.mk WORK_HOME=/design/flow/orfs finish
```
==> flow_summary_export.csv <==
group,metric,value,unit
synth,topCellsByArea,"ha_1, dfxtp_1, nor2_1",
route,antenna_cells,0,
synth,numSynthFlops,38,
global_routing,grt_start_max_net_pins,17,
worst_setup_path,critPathMaxStageDelay,0.47,ns
floorplan,dieArea,18320,um2
sta,untimed_endpoints,17,
sta,period_minus_slack,11.83,ns
layout,area_delta_synth_final,16.04,%
flow_run,warning_count,53,
power,power_density,118.1,nW/um2
route,drt_iter0_markers,195,
synth,synth_area,5335,um2
layout,logic_area,4229,um2
synth,synth_cell_types,94,
status,status,"completed",
worst_setup_path,required,12.84,ns
sta,fmax,84.52,MHz
clock_tree,htreeDepth,1,
clock_tree,cts_tree,"yes",
sta,setup_viol,0,
floorplan,pin_count,60,
worst_setup_path,start_kind,"input port",
clock_tree,clk_pin_slew,0.06,ns
worst_setup_path,cp_max_fo,10,
worst_setup_path,slowest_stage,"clkdlybuf4s50_1",
synth,ys_cells,673,
layout,design_area,6191,um2
route,num_vias,4824,
synth,avgSynthCellArea,7.927,um2
synth,postSynth.asyncResetShare,0,%
layout,fill_cells,1780,
sta,hold_violations,0,
global_routing,gr-total-overflow,0,
sta,max_slew_margin,42.61,%
floorplan,fp.dieW,135.4,um
route,firstDrtPassIters,4,
route,ant_nets,0,
floorplan,fp_util,30.74,%
place,place_congestion,0.8597,
place,placed_area,6068,um2
power,peakVddDrop,55.69,uV
sta,rsz0062_at_grt,"no",
synth,ys_warn_count,4,
floorplan,rows,48,
floorplan,core,17360,um2
worst_hold_path,hold_class,"flop to flop",
sta,slew_violations,0,
route,via_per_inst,5.105,
sta,fin_skew,0.002618,ns
clock_tree,insertion_delay,0.26,ns
flow_run,maxCapViolations,0,
sta,final.period_utilization,93.17,%
layout,largest_register_ffs,11,
layout,flop_area,765.7,um2
sta,worst_pin_slew,0.8530,ns
place,dp_hpwl,9.766,mm
worst_setup_path,cp-end-kind,"flop",
power,power,0.7310,mW
power,p_leak,2.671,nW
route,route.detailed.drc,0,
layout,drive_above_1_share,10.00,%
global_routing,grt_antenna_before_repair,0,
place,io_buffers,52,
synth,syn_inst,673,
sta,unclocked_regs,10,
worst_setup_path,worst_ep_arrival_time,11.97,ns
synth,yosys.area.top_type,"ha_1",
synth,top_cell,"ha_1",
clock_tree,cts.root.buffer_cell,"clkbuf_16",
clock_tree,clockBufferDepth,2,
synth,synth-edff-count,4,
synth,synth_top_area_share,18.76,%
route,routedWlPerCell,12.99,um
global_routing,grt_pass1_vias,4313,
clock_tree,cts_made_buffers,3,
global_routing,grt_usage,13.62,%
synth,common_cells,"ha_1, nor2_1, nand2_1, inv_1, a21oi_1",
synth,synth_chip_area,5335,um2
worst_setup_path,worstSetupPathType,"input port to flop",
synth,flop_cell,"dfxtp_1",
sta,finalSetupTns,0,ns
floorplan,die_h,135.4,um
route,wl,12.27,mm
global_routing,grt_pass1_wl,20.50,mm
[worst max-delay path, delay by kind of cell]
family          cells  cell delay (ns)
simple gates       12             1.62
fa+ha+maj           8             2.26
buf+inv             2             0.53
compound gates     22             3.93
mux                 3             1.10
[kinds of logic (layout without fill, tap and decap cells)]
kind of cell / after synthesis / count (layout) / synth area share, %
compound gates: 185 / 185 / 26.97
latches: 7 / 7 / 1.970
simple gates: 238 / 238 / 21.83
xor+xnor: 27 / 27 / 4.573
flops: 31 / 31 / 12.38
buf+inv: 78 / 117 / 7.129
mux: 19 / 19 / 3.987
other cells: 2 / 10 / 0.1408
fa+ha+maj: 86 / 86 / 21.01
[report_power, final]
part	switching, mW	internal [mW]
sequential	0.0192	0.104
combinational	0.263	0.254
clock	0.0291	0.0627
total	0.311	0.420
[placed cells by master, fill, tap and decap left out, types with 7 or more instances in the layout]
cell,instances
nor2b_1,11
nand2b_1,7
clkdlybuf4s50_1,52
dfxtp_1,27
inv_1,45
mux2i_1,8
a21oi_1,40
o21a_1,19
nor2_1,73
nand3_1,13
buf_4,16
nor4_1,8
a21o_1,7
ha_1,80
dlxtn_1,7
mux2_2,8
conb_1,10
nor3_1,26
nand2_1,54
o21ai_0,32
xnor2_1,14
and3_1,7
xor2_1,12
[per-stage QoR]
stage / setup WS [ns] / util (%) / hold WS, ns / cells
after CTS: 0.4792 / 35.57 / 0.4534 / 944
after global routing: 0.02505 / 35.67 / 0.4662 / 945
after detailed placement: 0.2236 / 34.96 / 0.4373 / 940
final: 0.8678 / 35.67 / 0.4517 / 945
after global placement: 0.5014 / 34.96 / 0.4317 / 940
after floorplan: 1.013 / - / 0.4285 / 681
[metal layers]
layer / track usage (%) / vias to the layer above / wire, um
met5: 0 / - / 0
met4: 0.5618 / 0 / 44
met3: 0.4200 / 2 / 203
met2: 23.62 / 63 / 5845
met1: 19.91 / 2217 / 6178
li1: - / 2542 / -
[what timing repair did]
| item | 4_1_cts | 5_1_grt |
|---|---|---|
| gates resized | 0 | 3 |
| endpoints found under the setup margin | 0 | 1 |
| hold buffers | 0 | 0 |
| buffers inserted | 0 | 1 |
[worst paths after layout]
path         depth (start not counted)  slack (ns)               endpoint             startpoint
max                                 47        0.87        ALU1.alu_out[0]           sw_data_2[1]
min                                  1        0.45  BTC1.current_state[0]     BTC1.next_state[0]
max reg2reg                          5       10.69        ALU1.alu_out[3]  BTC1.current_state[1]
min reg2reg                          1        0.45  BTC1.current_state[0]     BTC1.next_state[0]
[final cells by class]
class,instances,share of cell area [%]
clock buffer,3,1.213
sequential,38,12.37
clock inverter,1,0.4850
inverter,45,2.728
multi-input combinational,565,68.31
timing repair buffer,68,10.35
tap,225,4.547
Power is estimated from default activity; no workload was simulated.
